===== flow/constraint.sdc =====
current_design MUX3TO1

set clk_period 4.6
set clk_io_pct 0.2

create_clock -name clk0 -period $clk_period

set non_clock_inputs [all_inputs -no_clocks]
set_input_delay [expr $clk_period * $clk_io_pct] -clock clk0 $non_clock_inputs
set_output_delay [expr $clk_period * $clk_io_pct] -clock clk0 [all_outputs]

===== flow/run.sh =====
#!/bin/bash
# OpenROAD 26Q1-2900-gdf79404cd8, Yosys 0.63+post, stock flow scripts
make -C /OpenROAD-flow-scripts/flow DESIGN_CONFIG=/design/flow/config.mk WORK_HOME=/design/flow/orfs finish

===== flow/config.mk =====
export PLATFORM = sky130hd
export DESIGN_NAME = MUX3TO1
export DESIGN_NICKNAME = MUX3TO1
export VERILOG_FILES = /design/flow/design.v
export SDC_FILE = /design/flow/constraint.sdc
export NUM_CORES = 4
export LEC_CHECK = 1
export CORE_AREA = 10 10 86 86
export DIE_AREA = 0 0 96 96

===== flow/design.v =====
package pkg_trans;
    localparam      IDLE   = 1'b0;  
    localparam      NONSEQ = 1'b1;  
endpackage
package pkg_resp;
    localparam      PENDING = 2'b00;
    localparam      SUCCESS = 2'b01;
    localparam      ERROR_1 = 2'b10;
    localparam      ERROR_2 = 2'b11;
endpackage
package pkg_bool;
    localparam      TRUE   = 1'b1;
    localparam      FALSE  = 1'b0;
endpackage
package pkg_rw;
    localparam      READ   = 1'b0;
    localparam      WRITE  = 1'b1;
endpackage
package pkg_opfunct3;
    localparam      ADD    = 5'b0_0000;
    localparam      SUB    = 5'b1_0000;
    localparam      SLL    = 5'b0_0001;
    localparam      SLT    = 5'b0_0010;
    localparam      SLTU   = 5'b0_0011;
    localparam      XOR    = 5'b0_0100;
    localparam      SRL    = 5'b0_0101;
    localparam      SRA    = 5'b1_0101;
    localparam      OR     = 5'b0_0110;
    localparam      AND    = 5'b0_0111;
    localparam      MUL    = 5'b0_1000;
    localparam      MULH   = 5'b0_1001;
    localparam      MULHSU = 5'b0_1010;
    localparam      MULHU  = 5'b0_1011;
endpackage
package pkg_memorymap;
    localparam      Slave0_Start    = 32'h00000000;
    localparam      Slave0_Depth    = 32'h02004000;
    localparam      Slave0_End      = Slave0_Start + Slave0_Depth;
    localparam      Slave1_Start    = 32'h10000000;
    localparam      Slave1_Depth    = 32'h10000000;
    localparam      Slave1_End      = Slave1_Start + Slave1_Depth;
    localparam      EXTMEM_BASE     = Slave0_Start;
    localparam      InstMem_Start   = 32'h00000000;
    localparam      InstMem_Depth   = 32'h00004000;
    localparam      InstMem_End     = InstMem_Start + InstMem_Depth;
    localparam      DataMem_Start   = InstMem_End;
    localparam      DataMem_Depth   = 32'h01e53478;
    localparam      DataMem_End     = DataMem_Start + DataMem_Depth;
    localparam      EXT_IMEM_Start  = DataMem_Start; 
    localparam      EXT_IMEM_LB_Start = 32'h01000000;
    localparam      NPU_IMEM_Start  = Slave1_Start;
    localparam      NPU_IMEM_Depth  = 32'h0000c400;
    localparam      NPU_IMEM_End    = NPU_IMEM_Start + NPU_IMEM_Depth;
    localparam      NPU_WMEM_Start  = NPU_IMEM_End;
    localparam      NPU_WMEM_Depth  = 32'h0000c400;
    localparam      NPU_WMEM_End    = NPU_WMEM_Start + NPU_WMEM_Depth;
    localparam      NPU_BMEM_Start  = NPU_WMEM_End;
    localparam      NPU_BMEM_Depth  = 32'h00000200;
    localparam      NPU_BMEM_End    = NPU_BMEM_Start + NPU_BMEM_Depth;
    localparam      NPU_OMEM_Start  = NPU_BMEM_End;
    localparam      NPU_OMEM_Depth  = 32'h00008000;
    localparam      NPU_OMEM_End    = NPU_OMEM_Start + NPU_OMEM_Depth;
    localparam      NPU_PARA_Start  = NPU_OMEM_End;
    localparam      NPU_PARA_Depth  = 32'h00000200;
    localparam      NPU_PARA_End    = NPU_PARA_Start + NPU_PARA_Depth;
    localparam      NPU_OP_Start  = NPU_PARA_End;
    localparam      NPU_OP_Depth  = 32'h00000040;
    localparam      NPU_OP_End    = NPU_OP_Start + NPU_OP_Depth;
endpackage
module MUX3TO1 #(
    parameter DWidth = 32
)(
    input   logic   [DWidth-1:0]    data0_i,
    input   logic   [DWidth-1:0]    data1_i,
    input   logic   [DWidth-1:0]    data2_i,
    input   logic   [1:0]           select_i,
    output  logic   [DWidth-1:0]    data_o
);
    always_comb begin
        unique case (select_i)
            2'b00:   data_o = data0_i;
            2'b01:   data_o = data1_i;
            2'b10:   data_o = data2_i;
            default: data_o = '0;
        endcase
    end
endmodule

==> GITHUB_STEP_SUMMARY <==
## PnR job results

| Metric | Value |
|---|---|
| Status | `complete, no violations` |
| Die area | `around 9000 um^2` |
| Number of port buffers | `130` |
| Initial DRC Count | `17` |
| Fraction of layout cells with a size suffix above 1 | `7.58%` |
| DRC viols | `0` |
| CP Launch Type | `input port` |
| Yosys stat area | `between 700 and 800 um^2` |
| Worst hold margin | `2.76 ns` |
| Die width | `96 um` |
| Xor+xnor area frac | `0%` |
| 1st-pass router iterations | `2` |
| Worst setup EP type | `output pin` |
| Period utilisation layout | `79.1%` |
| Final global-route overflow total | `0` |
| Area of the mapped netlist | `787 um^2` |
| Mapped Cells | `between 70 and 80` |
| RSZ-0062 raised after global routing | `no` |
| Synth top cell by count | `mux2i_1` |
| Top logic family | `AND-OR/OR-AND gates` |
| Fin crit period | `3.64 ns` |
| WL per Instance | `16.7 um` |
| Fp_density | `between 10% and 20%` |
| Max-cap violations | `0` |
| Max Slew Vio Count | `0` |
| Antenna violations before repair | `0` |
| Hold-fix buffers, CTS | `0` |
| OpenROAD warning count | `32` |
| Syn avg cell area | `10.2 um^2` |
| Top cells by count | `mux2i_1 (32), o2bb2ai_1 (22), o2bb2ai_2 (10), buf_6 (8), clkbuf_1 (2)` |
| Fa+ha+maj area frac | `0%` |
| Core Area | `5540 um^2` |
| P&R area growth vs syn | `165%` |
| Yosys Instances | `77` |
| Post-CTS resize count | `0` |
| Largest net degree at the start of global routing | `33` |
| Setup bufs post-CTS | `0` |
| Static Leak | `a little under 0.8 nW` |
| HP Class | `in -> out` |
| Final wirelength | `4510 um` |
| Total track usage | `8.84%` |
| Register area share after synthesis | `0%` |
| Clock buffer cells | `0` |
| Placed cell areas | `2090 um^2` |
| Maximum vdd drop | `0.0358 mV` |
| Final Hold Fails | `0` |
| Flop Count | `0` |
| Finished Cell Area | `2090 um^2` |
| Vias in the first global route | `between 1000 and 1500` |
| Netlist cell types | `8` |
| Setup violators final | `0` |
| Routed Antenna Nets | `0` |
| I/O pin cnt | `130` |
| Data arrival, critical path | `2.72 ns` |
| Synth area leader | `mux2i_1` |
| Setup TNS | `0 ns` |
| Vias | `1114` |
| Yosys warning tally | `1` |
| First-pass GRT wire length | `~6500 um` |
| Simple share | `1.75%` |
| Mux share | `40.7%` |
| Setup CP Type | `in -> out` |
| Ant. Diodes | `0` |
| Compound Share, Synth | `between 40% and 50%` |
| Worst Max-Slew Pin Slew | `0.401 ns` |
| Core Util, Final | `37.6%` |
| Std cell rows | `27` |
| Highest Clock Rate | `275 MHz` |
| Routability cong. | `between 0.7 and 0.8` |
| DP HPWL | `a little under 4000 um` |
| Slew headroom | `73.3%` |
| DP Cell Count | `270` |
| Worst endpoint required time | `between 3 and 4 ns` |
| Final Non-Filler Cells | `270` |
| Vias/cell | `between 4 and 5` |
| Total area of sequential cells | `0 um^2` |
| Top-area cell share | `40.7%` |
| Pwr dens | `~90 nW/um^2` |
| Die Y | `~96 um` |
| Hold path cells | `3` |
| Main area contributors | `mux2i_1 (41%), o2bb2ai_1 (24%), o2bb2ai_2 (19%), buf_6 (11%), nor2b_4 (1.7%)` |
| Critical Path Fanout Max | `23` |
-- power by group --
part	switching, mW	internal [mW]
logic	0.0473	0.137
registers	0	0
clock network	0	0
total	0.0473	0.137
-- cell usage in the layout (no fill, tap or decap), drive strengths merged --
cell and instances:
clkdlybuf4s50 129, mux2i 32, o2bb2ai 32, buf 4
nor2b 1
-- worst paths after layout --
kind | startpoint | to | slack [ns]
setup / recovery | select_i[0] | data_o[30] | 0.96
hold / removal | data1_i[12] | data_o[12] | 2.76
-- final cells by class --
class	instances	area (um^2)
repair buffers	133	1320
fillers	572	3450
multi-input cells	65	677
well taps	72	90.1
-- stage by stage --
step / worst slack, ns / power, mW
after detailed placement: 0.933 / 0.188
after global placement: 0.959 / 0.189
after global routing: 0.834 / 0.200
after floorplan: 2.16 / 0.0549
final: 0.961 / 0.185
after CTS: 0.921 / 0.189
-- layer usage --
| metal | vias up | global-route usage [%] | part of all wire, % |
|---|---|---|---|
| li1 | 561 | - | - |
| met1 | 480 | 9.73 | 38 |
| met2 | 73 | 16.0 | 47 |
| met3 | 0 | 4.17 | 15 |
| met4 | 0 | 0 | 0 |
| met5 | - | 0 | 0 |
-- critical path: stages --
cell	delay, ns
clkdlybuf4s50_1	0.48
nor2b_4	0.28
buf_4	0.37
o2bb2ai_1	0.17
clkdlybuf4s50_1	0.49
-- kinds of logic (layout without fill, tap and decap cells) --
kind of cell / after synthesis / in the layout
AND-OR/OR-AND: 32 / 32
multiplexers: 32 / 32
buffers and inverters: 12 / 133
AND/OR/NAND/NOR: 1 / 1
Power is estimated from default activity; no workload was simulated.
