`design/flow/constraint.sdc`:
```
current_design MUX5TO1

set clk_period 5.5
set clk_io_pct 0.2

create_clock -name clk0 -period $clk_period

set non_clock_inputs [all_inputs -no_clocks]
set_input_delay [expr $clk_period * $clk_io_pct] -clock clk0 $non_clock_inputs
set_output_delay [expr $clk_period * $clk_io_pct] -clock clk0 [all_outputs]
```
`design/flow/design.v`:
```
package pkg_trans;
    localparam      IDLE   = 1'b0;  
    localparam      NONSEQ = 1'b1;  
endpackage
package pkg_resp;
    localparam      PENDING = 2'b00;
    localparam      SUCCESS = 2'b01;
    localparam      ERROR_1 = 2'b10;
    localparam      ERROR_2 = 2'b11;
endpackage
package pkg_bool;
    localparam      TRUE   = 1'b1;
    localparam      FALSE  = 1'b0;
endpackage
package pkg_rw;
    localparam      READ   = 1'b0;
    localparam      WRITE  = 1'b1;
endpackage
package pkg_opfunct3;
    localparam      ADD    = 5'b0_0000;
    localparam      SUB    = 5'b1_0000;
    localparam      SLL    = 5'b0_0001;
    localparam      SLT    = 5'b0_0010;
    localparam      SLTU   = 5'b0_0011;
    localparam      XOR    = 5'b0_0100;
    localparam      SRL    = 5'b0_0101;
    localparam      SRA    = 5'b1_0101;
    localparam      OR     = 5'b0_0110;
    localparam      AND    = 5'b0_0111;
    localparam      MUL    = 5'b0_1000;
    localparam      MULH   = 5'b0_1001;
    localparam      MULHSU = 5'b0_1010;
    localparam      MULHU  = 5'b0_1011;
endpackage
package pkg_memorymap;
    localparam      Slave0_Start    = 32'h00000000;
    localparam      Slave0_Depth    = 32'h02004000;
    localparam      Slave0_End      = Slave0_Start + Slave0_Depth;
    localparam      Slave1_Start    = 32'h10000000;
    localparam      Slave1_Depth    = 32'h10000000;
    localparam      Slave1_End      = Slave1_Start + Slave1_Depth;
    localparam      EXTMEM_BASE     = Slave0_Start;
    localparam      InstMem_Start   = 32'h00000000;
    localparam      InstMem_Depth   = 32'h00004000;
    localparam      InstMem_End     = InstMem_Start + InstMem_Depth;
    localparam      DataMem_Start   = InstMem_End;
    localparam      DataMem_Depth   = 32'h01e53478;
    localparam      DataMem_End     = DataMem_Start + DataMem_Depth;
    localparam      EXT_IMEM_Start  = DataMem_Start; 
    localparam      EXT_IMEM_LB_Start = 32'h01000000;
    localparam      NPU_IMEM_Start  = Slave1_Start;
    localparam      NPU_IMEM_Depth  = 32'h0000c400;
    localparam      NPU_IMEM_End    = NPU_IMEM_Start + NPU_IMEM_Depth;
    localparam      NPU_WMEM_Start  = NPU_IMEM_End;
    localparam      NPU_WMEM_Depth  = 32'h0000c400;
    localparam      NPU_WMEM_End    = NPU_WMEM_Start + NPU_WMEM_Depth;
    localparam      NPU_BMEM_Start  = NPU_WMEM_End;
    localparam      NPU_BMEM_Depth  = 32'h00000200;
    localparam      NPU_BMEM_End    = NPU_BMEM_Start + NPU_BMEM_Depth;
    localparam      NPU_OMEM_Start  = NPU_BMEM_End;
    localparam      NPU_OMEM_Depth  = 32'h00008000;
    localparam      NPU_OMEM_End    = NPU_OMEM_Start + NPU_OMEM_Depth;
    localparam      NPU_PARA_Start  = NPU_OMEM_End;
    localparam      NPU_PARA_Depth  = 32'h00000200;
    localparam      NPU_PARA_End    = NPU_PARA_Start + NPU_PARA_Depth;
    localparam      NPU_OP_Start  = NPU_PARA_End;
    localparam      NPU_OP_Depth  = 32'h00000040;
    localparam      NPU_OP_End    = NPU_OP_Start + NPU_OP_Depth;
endpackage
module MUX5TO1 #(
    parameter DWidth = 32
)(
    input   logic   [DWidth-1:0]    data0_i,
    input   logic   [DWidth-1:0]    data1_i,
    input   logic   [DWidth-1:0]    data2_i,
    input   logic   [DWidth-1:0]    data3_i,
    input   logic   [DWidth-1:0]    data4_i,
    input   logic   [2:0]           select_i,
    output  logic   [DWidth-1:0]    data_o
);
    always_comb begin
        unique case (select_i)
            3'b000:  data_o = data0_i;
            3'b001:  data_o = data1_i;
            3'b010:  data_o = data2_i;
            3'b011:  data_o = data3_i;
            3'b100:  data_o = data4_i;
            default: data_o = '0;
        endcase
    end
endmodule
```
`design/flow/run.sh`:
```
#!/bin/bash
# OpenROAD 26Q1-2900-gdf79404cd8, Yosys 0.63+post, stock flow scripts
make -C /OpenROAD-flow-scripts/flow DESIGN_CONFIG=/design/flow/config.mk WORK_HOME=/design/flow/orfs finish
```
`design/flow/config.mk`:
```
export PLATFORM = sky130hd
export DESIGN_NAME = MUX5TO1
export DESIGN_NICKNAME = MUX5TO1
export VERILOG_FILES = /design/flow/design.v
export SDC_FILE = /design/flow/constraint.sdc
export NUM_CORES = 4
export LEC_CHECK = 1
export CORE_AREA = 10 10 95 95
export DIE_AREA = 0 0 105 105
```
==> flow_summary.yaml <==
# flow metrics
sta:
  min_period_ns: 4.36
  fmax_ghz: 0.229
  setup_viol: 0
  slew_headroom_pct: 58.6
  setup_slack_ns: 1.14
  rsz0062_at_grt: "no"
  fin_setup_tns_ns: 0
  maxSlewViolCount: 0
  tightest_slew_ns: 0.620
  fin_crit_sh_pct: 79.2
  finalHoldViolCount: 0
min_path:
  min_delay_worst_endpoint: "data_o[23]"
  min_path_type: "in2out"
  hp-start: "select_i[0]"
  min_path_cells: 4
yosys:
  topCellsByArea: "mux2_4 30%, a32oi_1 20%, a22oi_1 17%, o21ai_1 11%, mux2_2 4.2%"
  synth_area_mm2: 0.00134
  ys_area_mm2: 0.00134
  post-synth-top-area-cell: "mux2_4"
  yosys_warnings: 1
  ys_cells: 158
  syn-instance-count: 158
  synth_seq_share_pct: 0
  ys_types: 20
  avgSynthCellArea_um2: 8.48
  yosys.area.top_type_share_pct: 30.3
layout:
  area_growth_syn_to_layout_pct: 147
  final_util_pct: 47.9
  post_layout_nonfiller_instances: 433
  flops: 0
  regArea_um2: 0
  drive_gt1_share_pct: 12.8
  clockBufferCount: 0
clock_network:
  cts.repair.resized: 0
  post_cts_buffers: 0
  ctsHoldBuffers: 0
setup_path:
  crit_type: "in2out"
  crit_chain: "clkdlybuf4s50_1, and2b_1, buf_4, a22oi_1, o21ai_1, clkdlybuf4s50_1"
  startpoint_type: "input port"
  cp_num_buf_inv: 3
  crit_top_cell: "clkdlybuf4s50_1"
  endpoint_kind: "output port"
  crit_arrival_ns: 3.26
  worstPathMaxFanout: 20
  cpMaxStageDelayCell: "clkdlybuf4s50_1"
  crit_required_ns: 4.40
  crit_family: "buffers and inverters"
  critPathMaxStageDelay_ns: 0.52
run_status:
  status: "complete, no violations"
grt:
  use_met2_pct: 25.7
  use_met1_pct: 20.0
  antenna_found_initial: 0
  grt_busiest_layer: "met2"
  gr-usage-met3_pct: 4.78
  grt_pass1_wl_mm: 13.7
  grt_max_degree: 32
  grt_use_total_pct: 15.4
  grt-ovfl-total: 0
  grt_pass1_vias: 2150
drt:
  drtPass1Iterations: 4
  drtIter0Drc: 70
  vias: 2092
  wl_mm: 9.03
  routedWlPerCell_um: 20.9
  via_per_inst: 4.83
  antenna_cells: 0
  ant_nets: 0
  drc: 0
placed_design:
  port_buffers: 195
  dpl.hpwl_mm: 7.37
  pre_cts_ws_ns: 1.12
  gp_congestion: 0.799
  dp.cells: 433
floorplanning:
  die-height_um: 105
  fp_util_pct: 19.4
  die_x_um: 105
  io_pins: 195
  core_area_mm2: 0.00691
  die_area_mm2: 0.0110
  row_count: 30
pwr:
  switching_power_w: 0.0000720
  vdd_drop_max_v: 0.0000332
  leakage_nw: 1.19
  internal-power_w: 0.000185
  p_sw_share_pct: 28.1
  power_frac_seq_pct: 0
  combPwrFrac_pct: 100.0
  pwr_density_cell_mw_per_mm2: 77.6
  clkPwrFrac_pct: 0
run:
  warnings: 32
  maxCapViolCount: 0
## synth_stat cells
master and n:
buf_2 10, buf_6 1, clkbuf_1 6, mux2_4 27
nor2b_1 2, mux2i_1 1, buf_12 2, buf_4 3
inv_1 1, a32oi_1 31, buf_8 1, nand3_1 2
mux2_2 5, o21ai_1 30, and2b_1 1, nand2_1 1
nor2_1 1, o21ai_0 1, a22oi_1 31, or3_1 1
## area by class of cell
type               instances  area (µm²)
repair buffers           202        2000
fillers                  697        3600
inverters                  1        3.75
well taps                 96         120
multi-input cells        134        1180
## worst max-delay path by stage
stage,slack (ns),endpoint,startpoint,cells past startpoint
CTS,1.12,data_o[22],select_i[2],6
global route,0.97,data_o[16],select_i[2],6
finish,1.14,data_o[14],select_i[2],6
## cells by family after synthesis
group | Yosys count | share of synthesized area (%)
compound gates | 93 | 49.2
mux | 33 | 35.2
buf+inv | 24 | 12.3
simple gates | 8 | 3.27
## worst min-delay path, cell delays in order
cell,delay (ns)
buf_2,0.28
nand3_1,0.14
nand3_1,0.06
clkdlybuf4s50_1,0.41
## layer usage
layer	wire, µm	part of all wire [%]
met1	3920	43
met2	4260	47
met3	797	8.8
met4	48	0.53
met5	0	0
## power by group through the flow
stage / sequential [W] / clock [W] / combinational (W)
after CTS: 0 / 0 / 0.000260
after global routing: 0 / 0 / 0.000276
final: 0 / 0 / 0.000257
## per-stage QoR
stage | power [W] | cell area [µm²] | hold WS (ns)
floorplan | 0.0000852 | 1340 | 2.23
global placement | 0.000258 | 3310 | 3.12
detailed placement | 0.000259 | 3310 | 3.12
CTS | 0.000260 | 3310 | 3.12
global route | 0.000276 | 3310 | 3.16
finish | 0.000257 | 3310 | 3.11
## cells in the final DEF, fill, tap and decap left out
| cell type | instances |
|---|---|
| and2b_1 | 1 |
| a22oi_1 | 31 |
| inv_1 | 1 |
| buf_4 | 7 |
| o21ai_1 | 30 |
| mux2_2 | 5 |
| clkdlybuf4s50_1 | 194 |
| nand2_1 | 1 |
| nor2b_2 | 2 |
| mux2i_1 | 1 |
| o21ai_0 | 1 |
| nor2_2 | 1 |
| nand3_1 | 2 |
| mux2_4 | 27 |
| a32oi_1 | 31 |
| or3_1 | 1 |
| buf_2 | 1 |
No activity file was given, so power comes from the tool's default toggle rates.
