[/design/flow/config.mk]
export PLATFORM = sky130hd
export DESIGN_NAME = MUX2TO1
export DESIGN_NICKNAME = MUX2TO1
export VERILOG_FILES = /design/flow/design.v
export SDC_FILE = /design/flow/constraint.sdc
export NUM_CORES = 4
export LEC_CHECK = 1
export CORE_AREA = 10 10 71 71
export DIE_AREA = 0 0 81 81
[/design/flow/constraint.sdc]
current_design MUX2TO1

set clk_period 1.0
set clk_io_pct 0.2

create_clock -name clk0 -period $clk_period

set non_clock_inputs [all_inputs -no_clocks]
set_input_delay [expr $clk_period * $clk_io_pct] -clock clk0 $non_clock_inputs
set_output_delay [expr $clk_period * $clk_io_pct] -clock clk0 [all_outputs]
[/design/flow/design.v]
package pkg_trans;
    localparam      IDLE   = 1'b0;  
    localparam      NONSEQ = 1'b1;  
endpackage
package pkg_resp;
    localparam      PENDING = 2'b00;
    localparam      SUCCESS = 2'b01;
    localparam      ERROR_1 = 2'b10;
    localparam      ERROR_2 = 2'b11;
endpackage
package pkg_bool;
    localparam      TRUE   = 1'b1;
    localparam      FALSE  = 1'b0;
endpackage
package pkg_rw;
    localparam      READ   = 1'b0;
    localparam      WRITE  = 1'b1;
endpackage
package pkg_opfunct3;
    localparam      ADD    = 5'b0_0000;
    localparam      SUB    = 5'b1_0000;
    localparam      SLL    = 5'b0_0001;
    localparam      SLT    = 5'b0_0010;
    localparam      SLTU   = 5'b0_0011;
    localparam      XOR    = 5'b0_0100;
    localparam      SRL    = 5'b0_0101;
    localparam      SRA    = 5'b1_0101;
    localparam      OR     = 5'b0_0110;
    localparam      AND    = 5'b0_0111;
    localparam      MUL    = 5'b0_1000;
    localparam      MULH   = 5'b0_1001;
    localparam      MULHSU = 5'b0_1010;
    localparam      MULHU  = 5'b0_1011;
endpackage
package pkg_memorymap;
    localparam      Slave0_Start    = 32'h00000000;
    localparam      Slave0_Depth    = 32'h02004000;
    localparam      Slave0_End      = Slave0_Start + Slave0_Depth;
    localparam      Slave1_Start    = 32'h10000000;
    localparam      Slave1_Depth    = 32'h10000000;
    localparam      Slave1_End      = Slave1_Start + Slave1_Depth;
    localparam      EXTMEM_BASE     = Slave0_Start;
    localparam      InstMem_Start   = 32'h00000000;
    localparam      InstMem_Depth   = 32'h00004000;
    localparam      InstMem_End     = InstMem_Start + InstMem_Depth;
    localparam      DataMem_Start   = InstMem_End;
    localparam      DataMem_Depth   = 32'h01e53478;
    localparam      DataMem_End     = DataMem_Start + DataMem_Depth;
    localparam      EXT_IMEM_Start  = DataMem_Start; 
    localparam      EXT_IMEM_LB_Start = 32'h01000000;
    localparam      NPU_IMEM_Start  = Slave1_Start;
    localparam      NPU_IMEM_Depth  = 32'h0000c400;
    localparam      NPU_IMEM_End    = NPU_IMEM_Start + NPU_IMEM_Depth;
    localparam      NPU_WMEM_Start  = NPU_IMEM_End;
    localparam      NPU_WMEM_Depth  = 32'h0000c400;
    localparam      NPU_WMEM_End    = NPU_WMEM_Start + NPU_WMEM_Depth;
    localparam      NPU_BMEM_Start  = NPU_WMEM_End;
    localparam      NPU_BMEM_Depth  = 32'h00000200;
    localparam      NPU_BMEM_End    = NPU_BMEM_Start + NPU_BMEM_Depth;
    localparam      NPU_OMEM_Start  = NPU_BMEM_End;
    localparam      NPU_OMEM_Depth  = 32'h00008000;
    localparam      NPU_OMEM_End    = NPU_OMEM_Start + NPU_OMEM_Depth;
    localparam      NPU_PARA_Start  = NPU_OMEM_End;
    localparam      NPU_PARA_Depth  = 32'h00000200;
    localparam      NPU_PARA_End    = NPU_PARA_Start + NPU_PARA_Depth;
    localparam      NPU_OP_Start  = NPU_PARA_End;
    localparam      NPU_OP_Depth  = 32'h00000040;
    localparam      NPU_OP_End    = NPU_OP_Start + NPU_OP_Depth;
endpackage
module MUX2TO1 #(
    parameter DWidth = 32
)(
    input   logic   [DWidth-1:0]    data0_i,
    input   logic   [DWidth-1:0]    data1_i,
    input   logic                   select_i,
    output  logic   [DWidth-1:0]    data_o
);
    always_comb begin
        unique case (select_i)
            1'b0:    data_o = data0_i;
            default: data_o = data1_i;
        endcase
    end
endmodule
[/design/flow/run.sh]
#!/bin/bash
# OpenROAD 26Q1-2900-gdf79404cd8, Yosys 0.63+post, stock flow scripts
make -C /OpenROAD-flow-scripts/flow DESIGN_CONFIG=/design/flow/config.mk WORK_HOME=/design/flow/orfs finish
==> out/metrics.csv <==
stage,metric,value,unit
outcome,status,"finished, violations left",
outcome,violations,negative setup slack,
logic_synthesis,synth_warnings,1,
critical_path,crit_fanout,6,
place,dp.cells,179,
grt,grt_usage,7.789,%
sta,worst_slack,-0.1791,ns
drt,drt_iter0_drc,3,
cts,postCtsHoldBufs,0,
cells_and_area,final_cells,187,
critical_path,crit_slowest_cell,mux2_4,
floorplanning,ios,97,
drt,drtAntennaViolNets,0,
logic_synthesis,ys_seq_share,0,%
place,place.gp.congestion,0.8322,
critical_path,worst_setup_path_start_kind,input pin,
grt,grt_max_degree,11,
sta,timing.slew.headroom,94.20,%
critical_path,crit_type,in -> out,
place,hpwlAfterDp,2496,µm
logic_synthesis,syn_avg_cell_area,15.12,µm²
drt,diodes,0,
pwr,ir_worst_vdd,0.1688,mV
cells_and_area,clkbuf_count,0,
pwr,powerDensity,392.3,nW/µm²
drt,wl_per_cell,15.39,µm
floorplanning,fp_util,14.98,%
logic_synthesis,yosysUniqueCellTypes,4,
worst_hold_path,hold_path.class,in -> out,
floorplanning,chip_area,6561,µm²
critical_path,crit_top_cell,buf_12,
sta,setup_viol,32,
place,place_area,1539,µm²
sta,rsz0062_at_grt,yes,
critical_path,end_kind,output port,
drt,vias,715,
logic_synthesis,topCellsByArea,"mux2_4 83%, buf_12 11%, mux2_2 4.1%",
sta,period_used_share,117.9,%
floorplanning,rows,22,
drt,dr.pass1.iters,2,
grt,grt_pass1_vias,764,
drt,wirelength,2877,µm
critical_path,slowest_delay,0.29,ns
floorplanning,die_w,81,µm
sta,max_clock_freq,0.8481,GHz
run,maxCapViolations,0,
drt,via_per_inst,3.824,
logic_synthesis,synth_area,544.3,µm²
cells_and_area,comb_area,476.7,µm²
cells_and_area,lay_top_count,dlygate4sd2_1,
worst_hold_path,hold_depth,3,
grt,grt_antenna_before_repair,0,
logic_synthesis,synth_top_area_share,82.76,%
pwr,leakage,0.8722,nW
sta,hold_violations,0,
grt,grt_pass1_wl,4140,µm
logic_synthesis,ys_area,544.3,µm²
cells_and_area,drive_gt1_share,53.96,%
run,log.warning_count,34,
sta,maxSlewViolCount,0,
logic_synthesis,yosys.area.top_type,mux2_4,
sta,hold_slack,0.6905,ns
logic_synthesis,syn_inst,36,
drt,drc,0,
cells_and_area,stdcell_area,1590,µm²
cells_and_area,nFillCells,357,
place,numPortBuffers,97,
cells_and_area,syn2layout_area_growth,192.2,%
floorplanning,die.size.y,81,µm
critical_path,path_cells,buf_12 -> buf_12 -> buf_12 -> mux2_4 -> buf_6,
critical_path,arrival,0.98,ns
sta,tightest_slew,0.08696,ns
cells_and_area,flop-count,0,
logic_synthesis,ys_cells,36,
floorplanning,core,3633,µm²
cells_and_area,most-common-layout-cells,"51 x dlygate4sd2_1, 31 x mux2_4, 23 x buf_6, 13 x buf_2, 9 x clkdlybuf4s50_1",
sta,final.min_clock_period,1.179,ns
cells_and_area,regArea,0,µm²
critical_path,crit_required,0.80,ns
grt,overflow,0,
-- final timing paths --
path                         end   startpoint
worst max-delay path   data_o[4]     select_i
worst min-delay path  data_o[29]  data1_i[29]
-- synth_stat cells --
library cell	number
mux2_4	30
buf_6	1
mux2_2	2
buf_12	3
-- per-stage QoR --
| stage | worst slack [ns] | total power, mW | setup TNS (ns) | utilization (%) |
|---|---|---|---|---|
| after global placement | -0.5041 | 0.6563 | -15.61 | 42.36 |
| final | -0.1791 | 0.6238 | -3.304 | 43.77 |
| after CTS | -0.1810 | 0.6140 | -3.621 | 42.32 |
| after detailed placement | -0.5123 | 0.6606 | -15.81 | 42.36 |
| after global routing | -0.1965 | 0.6658 | -3.864 | 43.77 |
| after floorplan | 0.06690 | 0.2063 | 0 | - |
-- cells by family after synthesis --
kind of cell,after synthesis,share of synthesized area [%]
buffers and inverters,4,13.10
multiplexers,32,86.90
-- per-layer routing --
metal  track usage (%)  part of all wire [%]  vias to the layer above
met4                 0                     0                        0
met3             2.784                    12                        0
li1                  -                     -                      345
met1             9.026                    37                      320
met5                 0                     0                        -
met2             14.25                    50                       50
-- critical path: cells and delay by family --
family / cells / cell delay (ns)
buffers and inverters: 4 / 0.48
multiplexers: 1 / 0.29
-- report_power, final --
part / total [mW] / switching [mW] / internal [mW]
Sequential: 0 / 0 / 0
Combinational: 0.624 / 0.137 / 0.487
Clock: 0 / 0 / 0
-- timing repair --
item / in CTS / in global routing
resized: 171 / 10
setup endpoints to repair: 32 / 32
cloned: 2 / 0
buffers inserted: 5 / 1
pin swaps: 0 / 0
-- area by class of cell --
cell class	count	share of cell area [%]
well taps	48	3.777
repair buffers	107	66.25
multi-input cells	32	29.98
No activity file was given, so power comes from the tool's default toggle rates.
