### /design/flow/design.v
package pkg_trans;
    localparam      IDLE   = 1'b0;  
    localparam      NONSEQ = 1'b1;  
endpackage
package pkg_resp;
    localparam      PENDING = 2'b00;
    localparam      SUCCESS = 2'b01;
    localparam      ERROR_1 = 2'b10;
    localparam      ERROR_2 = 2'b11;
endpackage
package pkg_bool;
    localparam      TRUE   = 1'b1;
    localparam      FALSE  = 1'b0;
endpackage
package pkg_rw;
    localparam      READ   = 1'b0;
    localparam      WRITE  = 1'b1;
endpackage
package pkg_opfunct3;
    localparam      ADD    = 5'b0_0000;
    localparam      SUB    = 5'b1_0000;
    localparam      SLL    = 5'b0_0001;
    localparam      SLT    = 5'b0_0010;
    localparam      SLTU   = 5'b0_0011;
    localparam      XOR    = 5'b0_0100;
    localparam      SRL    = 5'b0_0101;
    localparam      SRA    = 5'b1_0101;
    localparam      OR     = 5'b0_0110;
    localparam      AND    = 5'b0_0111;
    localparam      MUL    = 5'b0_1000;
    localparam      MULH   = 5'b0_1001;
    localparam      MULHSU = 5'b0_1010;
    localparam      MULHU  = 5'b0_1011;
endpackage
package pkg_memorymap;
    localparam      Slave0_Start    = 32'h00000000;
    localparam      Slave0_Depth    = 32'h02004000;
    localparam      Slave0_End      = Slave0_Start + Slave0_Depth;
    localparam      Slave1_Start    = 32'h10000000;
    localparam      Slave1_Depth    = 32'h10000000;
    localparam      Slave1_End      = Slave1_Start + Slave1_Depth;
    localparam      EXTMEM_BASE     = Slave0_Start;
    localparam      InstMem_Start   = 32'h00000000;
    localparam      InstMem_Depth   = 32'h00004000;
    localparam      InstMem_End     = InstMem_Start + InstMem_Depth;
    localparam      DataMem_Start   = InstMem_End;
    localparam      DataMem_Depth   = 32'h01e53478;
    localparam      DataMem_End     = DataMem_Start + DataMem_Depth;
    localparam      EXT_IMEM_Start  = DataMem_Start; 
    localparam      EXT_IMEM_LB_Start = 32'h01000000;
    localparam      NPU_IMEM_Start  = Slave1_Start;
    localparam      NPU_IMEM_Depth  = 32'h0000c400;
    localparam      NPU_IMEM_End    = NPU_IMEM_Start + NPU_IMEM_Depth;
    localparam      NPU_WMEM_Start  = NPU_IMEM_End;
    localparam      NPU_WMEM_Depth  = 32'h0000c400;
    localparam      NPU_WMEM_End    = NPU_WMEM_Start + NPU_WMEM_Depth;
    localparam      NPU_BMEM_Start  = NPU_WMEM_End;
    localparam      NPU_BMEM_Depth  = 32'h00000200;
    localparam      NPU_BMEM_End    = NPU_BMEM_Start + NPU_BMEM_Depth;
    localparam      NPU_OMEM_Start  = NPU_BMEM_End;
    localparam      NPU_OMEM_Depth  = 32'h00008000;
    localparam      NPU_OMEM_End    = NPU_OMEM_Start + NPU_OMEM_Depth;
    localparam      NPU_PARA_Start  = NPU_OMEM_End;
    localparam      NPU_PARA_Depth  = 32'h00000200;
    localparam      NPU_PARA_End    = NPU_PARA_Start + NPU_PARA_Depth;
    localparam      NPU_OP_Start  = NPU_PARA_End;
    localparam      NPU_OP_Depth  = 32'h00000040;
    localparam      NPU_OP_End    = NPU_OP_Start + NPU_OP_Depth;
endpackage
module MUX4TO1 #(
    parameter DWidth = 32
)(
    input   logic   [DWidth-1:0]    data0_i,
    input   logic   [DWidth-1:0]    data1_i,
    input   logic   [DWidth-1:0]    data2_i,
    input   logic   [DWidth-1:0]    data3_i,
    input   logic   [1:0]           select_i,
    output  logic   [DWidth-1:0]    data_o
);
    always_comb begin
        unique case (select_i)
            2'b00:   data_o = data0_i;
            2'b01:   data_o = data1_i;
            2'b10:   data_o = data2_i;
            default: data_o = data3_i;
        endcase
    end
endmodule
### /design/flow/run.sh
#!/bin/bash
# OpenROAD 26Q1-2900-gdf79404cd8, Yosys 0.63+post, stock flow scripts
make -C /OpenROAD-flow-scripts/flow DESIGN_CONFIG=/design/flow/config.mk WORK_HOME=/design/flow/orfs finish
### /design/flow/config.mk
export PLATFORM = sky130hd
export DESIGN_NAME = MUX4TO1
export DESIGN_NICKNAME = MUX4TO1
export VERILOG_FILES = /design/flow/design.v
export SDC_FILE = /design/flow/constraint.sdc
export NUM_CORES = 4
export LEC_CHECK = 1
export CORE_AREA = 10 10 84 84
export DIE_AREA = 0 0 94 94
### /design/flow/constraint.sdc
current_design MUX4TO1

set clk_period 1.1
set clk_io_pct 0.2

create_clock -name clk0 -period $clk_period

set non_clock_inputs [all_inputs -no_clocks]
set_input_delay [expr $clk_period * $clk_io_pct] -clock clk0 $non_clock_inputs
set_output_delay [expr $clk_period * $clk_io_pct] -clock clk0 [all_outputs]
==> impl_metrics.tcl <==
# collected from the flow reports
set metrics [dict create \
    power.total_w 0.000778 \
    avgSynthCellArea_sq_um 20.9 \
    num_rows 26 \
    finalInstanceArea_sq_um 2330 \
    crit_fanout 7 \
    finalWorstPathRequiredPeriod_ps 1360 \
    grt_max_degree 17 \
    drtAntennaViolNets 0 \
    comb_power_share_pct 100.0 \
    crit_arrival_ps 1140 \
    globalplace.congestion 0.871 \
    grt_pass1_wl_um 9230 \
    remaining_drc_errors 0 \
    core_sq_um 5200 \
    synth_cell_type_count 5 \
    intPower_w 0.000570 \
    clock_power_share_pct 0 \
    hold_violations 0 \
    area_growth_pct 186 \
    outcome "complete, but fails checks" \
    p_sw_w 0.000208 \
    syn-cell-area_sq_um 815 \
    slew-limit-headroom_pct 90.1 \
    vias 1181 \
    total_leakage_power_nw 1.12 \
    setup_ws_ps -258 \
    fin_util_pct 44.8 \
    placed_area_sq_um 2490 \
    power_density_nw_per_um2 334 \
    cp-end-kind "output port" \
    finalSetupViolCount 32 \
    required_ps 880 \
    n_clock_buffer 0 \
    drive_gt1_share_pct 36.9 \
    ff_latch_area_sq_um 0 \
    ir_drop_mv 0.165 \
    fin_tns_setup_ps -7280 \
    first_pass_iters 5 \
    critPathLaunchType "input port" \
    grt_pass1_vias 1406 \
    ys_sh_mux_pct 89.4 \
    violations "negative setup slack" \
    netlist_instances 39 \
    wl_per_cell_um 23.8 \
    dieWidth_um 94 \
    min_period_over_period_pct 123 \
    ys_seq_share_pct 0 \
    ys_warn_count 1 \
    path_class "in -> out" \
    viasPerCell 4.31 \
    antenna_found_initial 1 \
    lay_top_count "dlygate4sd2_1" \
    swShare_pct 26.7 \
    maxCapViolCount 0 \
    grt_overflow 0 \
    drt_iter0_drc 28 \
    maxSlewViolCount 0 \
    worst_slew_pin_slew_ps 149 \
    rsz0062_at_grt "true" \
    ys_cells 39 \
    wl_um 6520 \
    fmax_mhz 736 \
    holdWs_ps 921 \
    ff_count 0 \
    synthAoiAreaFrac_pct 0 \
    chipArea_sq_um 8840 \
    simple_gate_share_pct 0 \
    dpl.hpwl_um 5670 \
    grt.total_usage_pct 14.2 \
    yosys.area_share.adder_pct 0 \
    warnings 35 \
    power_frac_seq_pct 0 \
    yosys-stat-area_sq_um 815 \
    xor_share_pct 0 \
    topCombFamilyByArea "multiplexers" \
    top_level_ports 162 \
    worstHoldPathType "in -> out" \
    dieHeight_um 94 \
    final_layout_top_logic_cells "dlygate4sd2_1 (128), buf_2 (33), mux4_2 (32)" \
    io_buffers 162 \
    fp_util_pct 15.6 \
]
per-layer routing:
layer	routed length, um	GRT usage (%)
met5	0	0
met4	34	0.633
met1	2130	15.9
met3	679	6.06
met2	3670	25.7
what timing repair did:
action | CTS | global route
cloned | 5 | 0
hold endpoints to repair | 0 | 0
resized | 255 | 0
hold buffers | 0 | 0
setup endpoints to repair | 32 | 32
buffers inserted | 0 | 0
through the flow:
step	instances	worst slack, ps
after CTS	273	-265
after global placement	268	-853
after floorplan	39	-31.6
after detailed placement	268	-865
after global routing	273	-283
final	274	-258
logic make-up (layout without fill, tap and decap cells):
| group | Yosys count | in the layout |
|---|---|---|
| buffers and inverters | 7 | 171 |
| multiplexers | 32 | 32 |
| other | 0 | 1 |
final cells by class:
| cell class | count | area, sq um |
|---|---|---|
| antenna | 1 | 2.50 |
| timing repair buffer | 171 | 1520 |
| fill | 550 | 2880 |
| tap | 70 | 87.6 |
| multi-input combinational | 32 | 721 |
power by group through the flow:
stage | Combinational (W) | Clock, W | Sequential [W]
CTS | 0.000796 | 0 | 0
global route | 0.000840 | 0 | 0
finish | 0.000778 | 0.000000000122 | 0
synthesized netlist by cell type (all sizes together):
library cell / instances / area, sq um
buf: 7 / 86.3
mux4: 32 / 728
path summary, 6_finish.rpt:
kind / slack [ps] / endpoint / from / depth (start not counted)
max: -260 / data_o[5] / select_i[0] / 4
min: 920 / data_o[14] / data3_i[14] / 3
critical path, cell delays in order:
cell and delay (ps):
buf_16 140, buf_12 130, mux4_2 500, buf_2 140
Power is estimated from default activity; no workload was simulated.
