[design/flow/design.v]
package pkg_trans;
    localparam      IDLE   = 1'b0;  
    localparam      NONSEQ = 1'b1;  
endpackage
package pkg_resp;
    localparam      PENDING = 2'b00;
    localparam      SUCCESS = 2'b01;
    localparam      ERROR_1 = 2'b10;
    localparam      ERROR_2 = 2'b11;
endpackage
package pkg_bool;
    localparam      TRUE   = 1'b1;
    localparam      FALSE  = 1'b0;
endpackage
package pkg_rw;
    localparam      READ   = 1'b0;
    localparam      WRITE  = 1'b1;
endpackage
package pkg_opfunct3;
    localparam      ADD    = 5'b0_0000;
    localparam      SUB    = 5'b1_0000;
    localparam      SLL    = 5'b0_0001;
    localparam      SLT    = 5'b0_0010;
    localparam      SLTU   = 5'b0_0011;
    localparam      XOR    = 5'b0_0100;
    localparam      SRL    = 5'b0_0101;
    localparam      SRA    = 5'b1_0101;
    localparam      OR     = 5'b0_0110;
    localparam      AND    = 5'b0_0111;
    localparam      MUL    = 5'b0_1000;
    localparam      MULH   = 5'b0_1001;
    localparam      MULHSU = 5'b0_1010;
    localparam      MULHU  = 5'b0_1011;
endpackage
package pkg_memorymap;
    localparam      Slave0_Start    = 32'h00000000;
    localparam      Slave0_Depth    = 32'h02004000;
    localparam      Slave0_End      = Slave0_Start + Slave0_Depth;
    localparam      Slave1_Start    = 32'h10000000;
    localparam      Slave1_Depth    = 32'h10000000;
    localparam      Slave1_End      = Slave1_Start + Slave1_Depth;
    localparam      EXTMEM_BASE     = Slave0_Start;
    localparam      InstMem_Start   = 32'h00000000;
    localparam      InstMem_Depth   = 32'h00004000;
    localparam      InstMem_End     = InstMem_Start + InstMem_Depth;
    localparam      DataMem_Start   = InstMem_End;
    localparam      DataMem_Depth   = 32'h01e53478;
    localparam      DataMem_End     = DataMem_Start + DataMem_Depth;
    localparam      EXT_IMEM_Start  = DataMem_Start; 
    localparam      EXT_IMEM_LB_Start = 32'h01000000;
    localparam      NPU_IMEM_Start  = Slave1_Start;
    localparam      NPU_IMEM_Depth  = 32'h0000c400;
    localparam      NPU_IMEM_End    = NPU_IMEM_Start + NPU_IMEM_Depth;
    localparam      NPU_WMEM_Start  = NPU_IMEM_End;
    localparam      NPU_WMEM_Depth  = 32'h0000c400;
    localparam      NPU_WMEM_End    = NPU_WMEM_Start + NPU_WMEM_Depth;
    localparam      NPU_BMEM_Start  = NPU_WMEM_End;
    localparam      NPU_BMEM_Depth  = 32'h00000200;
    localparam      NPU_BMEM_End    = NPU_BMEM_Start + NPU_BMEM_Depth;
    localparam      NPU_OMEM_Start  = NPU_BMEM_End;
    localparam      NPU_OMEM_Depth  = 32'h00008000;
    localparam      NPU_OMEM_End    = NPU_OMEM_Start + NPU_OMEM_Depth;
    localparam      NPU_PARA_Start  = NPU_OMEM_End;
    localparam      NPU_PARA_Depth  = 32'h00000200;
    localparam      NPU_PARA_End    = NPU_PARA_Start + NPU_PARA_Depth;
    localparam      NPU_OP_Start  = NPU_PARA_End;
    localparam      NPU_OP_Depth  = 32'h00000040;
    localparam      NPU_OP_End    = NPU_OP_Start + NPU_OP_Depth;
endpackage
module D_FF #(
    parameter DWidth = 32,
    parameter RValue = '0
)(
    input   logic                   clk_i,
    input   logic                   rst_ni,
    input   logic                   write_en_i,
    input   logic   [DWidth-1:0]    write_data_i,
    output  logic   [DWidth-1:0]    read_data_o
);
    always_ff @(posedge clk_i) begin
        if (!rst_ni) begin
            read_data_o <= RValue;
        end else if (write_en_i) begin
            read_data_o <= write_data_i;
        end
    end
endmodule
module CSR #(
    parameter DWidth = 32,
    parameter AWidth = 12
)(
    input   logic                   clk_i,
    input   logic                   rst_ni,
    input   logic   [DWidth*2-1:0]  cycle_i,
    input   logic   [DWidth*2-1:0]  instret_i,
    input   logic   [AWidth-1:0]    read_addr_i,
    input   logic   [AWidth-1:0]    write_addr_i,
    input   logic   [DWidth-1:0]    write_data_i,
    input   logic                   write_en_i,
    output  logic   [DWidth-1:0]    read_data_o
);
    logic   [DWidth-1:0]            latched_rdata;
    D_FF #(.DWidth(DWidth), .RValue('0)) FF_RDATA (
        .clk_i                      (clk_i),
        .rst_ni                     (rst_ni),
        .write_en_i                 (1'b1),
        .write_data_i               (read_data_o),
        .read_data_o                (latched_rdata)
    );
    logic   [DWidth*2-1:0]          mcycle;
    D_FF #(.DWidth(DWidth*2), .RValue('0)) FF_MCYCLE (
        .clk_i                      (clk_i),
        .rst_ni                     (rst_ni),
        .write_en_i                 (1'b1),
        .write_data_i               (cycle_i),
        .read_data_o                (mcycle)
    );
    logic   [DWidth*2-1:0]          minstret;
    D_FF #(.DWidth(DWidth*2), .RValue('0)) FF_MINSTRET (
        .clk_i                      (clk_i),
        .rst_ni                     (rst_ni),
        .write_en_i                 (1'b1),
        .write_data_i               (instret_i),
        .read_data_o                (minstret)
    );
    always_comb begin
        unique case (read_addr_i)
            'hB00:   read_data_o = mcycle[DWidth-1:0];
            'hB80:   read_data_o = mcycle[DWidth*2-1:DWidth];
            'hB02:   read_data_o = minstret[DWidth-1:0];
            'hB82:   read_data_o = minstret[DWidth*2-1:DWidth];
            default: read_data_o = latched_rdata;
        endcase
    end
endmodule
[design/flow/run.sh]
#!/bin/bash
# OpenROAD 26Q1-2900-gdf79404cd8, Yosys 0.63+post, stock flow scripts
make -C /OpenROAD-flow-scripts/flow DESIGN_CONFIG=/design/flow/config.mk WORK_HOME=/design/flow/orfs finish
[design/flow/config.mk]
export PLATFORM = sky130hd
export DESIGN_NAME = CSR
export DESIGN_NICKNAME = CSR
export VERILOG_FILES = /design/flow/design.v
export SDC_FILE = /design/flow/constraint.sdc
export NUM_CORES = 4
export LEC_CHECK = 1
export CORE_UTILIZATION = 30
[design/flow/constraint.sdc]
current_design CSR

set clk_period 6.8
set clk_io_pct 0.2

create_clock -name clk0 -period $clk_period [get_ports {clk_i}]

set non_clock_inputs [all_inputs -no_clocks]
set_input_delay [expr $clk_period * $clk_io_pct] -clock clk0 $non_clock_inputs
set_output_delay [expr $clk_period * $clk_io_pct] -clock clk0 [all_outputs]
==> impl_metrics.ini <==
; yosys + openroad results
[placed_design]
dp.cells = 902
port_buffers = 173
hpwl_um = 9924
gp_congestion = 0.7741

[logic_synthesis]
syn_inst = 501
synth_seq_share_pct = 52.23
edf_count = 0
yosysWarnings = 3
yosysUniqueCellTypes = 20
async_reset_ff_share_pct = 0
yosys_area_mm2 = 0.006132
syn_avg_cell_area_um2 = 12.24
top_cell = dfxtp_1
top_area_share_pct = 52.23
common_cells = dfxtp_1, and2_1
synth_top_cell_by_area = dfxtp_1
synth-main-ff-cell = dfxtp_1
ys.flops = 160
topCellsByArea = dfxtp_1, and2_1, mux4_2
synth.cell_area_mm2 = 0.006132
ys_cells = 501

[outcome]
status = finished clean

[drt]
drt_iter0_drc = 119
drt_first_pass_iters = 4
drc_errors = 0
num_vias = 4190
wl_per_cell_um = 15.48
viasPerCell = 4.486
postRouteAntennaNets = 0
wl_um = 14460
n_antenna_cell = 0

[pwr]
power_mw = 2.129
leakage_nw = 3.280
vdd_drop_max_mv = 0.1591
powerDensity_mw_per_mm2 = 245.0

[grt]
grt_pass1_wl_um = 23380
grt_util_all_layers_pct = 14.58
grt_overflow = 0
grt_pass1_vias = 4432
grt_max_degree = 77
antenna_found_initial = 0

[sta]
max_freq_mhz = 193.0
finalHoldViolCount = 0
slew_headroom_pct = 39.66
maxSlewViolCount = 0
rsz0062_at_grt = false
fin_crit_ns = 5.181
worstMarginPinSlew_ns = 0.9031
setup_viol = 0
skew_ns = 0.009051
tns_ns = 0
min_period_over_period_pct = 76.19

[floorplan]
fp.dieH_um = 145.0
rows = 51
dieWidth_um = 145.0
chipArea_mm2 = 0.02102
coreArea_mm2 = 0.01972
io_pins = 219
initCoreUtil_pct = 31.10

[clock_network]
cts_max_path_buffers = 2
cts_tree = yes
clk_transition_reported_paths_ns = 0.06
root_buffer = clkbuf_16
postCtsResizedCells = 0
cts.sinks = 160
post-cts-setup-buffer-count = 0
cts_hold_buf = 0
htreeDepth = 4
insertion_delay_ns = 0.42
cts_buffers = 17

[layout]
drive_above_1_share_pct = 16.59
comb_area_mm2 = 0.002768
fill_cells = 1720
syn2layout_area_growth_pct = 41.71
finalNonFillerCells = 934
seqCellArea_mm2 = 0.003203

[critical_path]
crit_path_start_kind = primary input
cp_common_cell = clkdlybuf4s50_1
critPathArrivalTime_ns = 3.82
reg2regPathDepth = 3
path_cells = clkdlybuf4s50_1 -> or4_4 -> buf_4 -> o31ai_4 -> nand2_1 -> clkdlybuf4s50_1
path_max_fanout = 19
endpoint_kind = output port
critical_path.max_stage_delay_ns = 0.75
worstSetupPathType = in -> out
critPathSlowestCell = or4_4
regToRegEndpoint = FF_RDATA.read_data_o[9]$_SDFF_PN0_
r2r_slack_ns = 5.60
required_ns = 5.44
regToRegStartpoint = FF_MINSTRET.read_data_o[41]$_SDFF_PN0_

[run]
cap_viol_max_count = 0
warning_count = 70

[hold_path]
min_path_cells = 2
hold_end = FF_RDATA.read_data_o[30]$_SDFF_PN0_
holdCritPathClass = reg -> reg
min_from = FF_RDATA.read_data_o[30]$_SDFF_PN0_
## placed cells by master, fill, tap and decap left out
cell             instances
clkinvlp_4               2
nand2b_4                 1
clkbuf_16               17
inv_6                    3
and2_1                 128
buf_2                    3
nand4_1                 32
clkbuf_1                 1
or4_4                    1
inv_1                    1
clkdlybuf4s50_1        170
clkinv_4                 2
clkinv_2                 2
o31ai_4                 30
nand4bb_4                1
clkbuf_8                 3
nor2b_4                  1
mux4_2                  32
nor4bb_4                 1
buf_4                    9
nand2_1                 32
bufinv_16                2
dfxtp_1                160
o31ai_1                  2
nor4_4                   1
a21oi_1                 32
## through the flow
step / utilization, % / hold slack, ns / cell area [um^2] / setup slack [ns]
after floorplan: - / 0.4582 / 6132 / 2.982
after detailed placement: 41.03 / 0.4716 / 8090 / 1.610
final: 44.07 / 0.4767 / 8690 / 1.619
after global routing: 44.07 / 0.4979 / 8690 / 1.474
after CTS: 44.07 / 0.4818 / 8690 / 1.596
after global placement: 41.03 / 0.4648 / 8090 / 1.626
## power breakdown
group	internal, mW	switching, mW	total (mW)
sequential	0.978	0.00833	0.986
combinational	0.121	0.0733	0.194
clock	0.573	0.375	0.949
total	1.67	0.457	2.13
## cell type report
class                           count  area share [%]
Timing Repair Buffer              182           20.53
Clock buffer                       21           5.414
Multi-Input combinational cell    294           31.85
Clock inverter                     11           1.483
Inverter                            1         0.04320
Tap cell                          265           3.816
Sequential cell                   160           36.86
## state kept, by name (all words and copies together), names as in the netlist
signal / cells
FF_MCYCLE.read_data_o: 64
FF_RDATA.read_data_o: 32
FF_MINSTRET.read_data_o: 64
## layer usage
layer | part of all wire, % | GRT usage [%] | vias to the layer above
li1 | - | - | 2058
met3 | 7.8 | 4.936 | 10
met4 | 1.2 | 1.596 | 0
met1 | 46 | 21.21 | 1977
met2 | 45 | 22.24 | 145
met5 | 0 | 0 | -
## logic make-up after synthesis
group	count (synthesis)	synth area share, %
AOI/OAI and AO/OA	64	13.26
buffers and inverters	47	3.591
muxes	32	11.75
DFF	160	52.23
and+or+nand+nor	198	19.16
## worst max-delay path, delay by kind of cell
| kind | cells | cell delay, ns |
|---|---|---|
| AOI/OAI and AO/OA | 1 | 0.30 |
| buffers and inverters | 3 | 1.29 |
| and+or+nand+nor | 2 | 0.84 |
## worst max path at each step
stage,start,to,cells after the start
5_1_grt,read_addr_i[11],read_data_o[16],5
6_report,read_addr_i[3],read_data_o[18],6
4_1_cts,read_addr_i[3],read_data_o[24],6
No activity file was given, so power comes from the tool's default toggle rates.
