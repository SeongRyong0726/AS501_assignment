[flow/constraint.sdc]
current_design REGFILE

set clk_period 11.4
set clk_io_pct 0.2

create_clock -name clk0 -period $clk_period [get_ports {clk_i}]

set non_clock_inputs [all_inputs -no_clocks]
set_input_delay [expr $clk_period * $clk_io_pct] -clock clk0 $non_clock_inputs
set_output_delay [expr $clk_period * $clk_io_pct] -clock clk0 [all_outputs]
[flow/design.v]
package pkg_trans;
    localparam      IDLE   = 1'b0;  
    localparam      NONSEQ = 1'b1;  
endpackage
package pkg_resp;
    localparam      PENDING = 2'b00;
    localparam      SUCCESS = 2'b01;
    localparam      ERROR_1 = 2'b10;
    localparam      ERROR_2 = 2'b11;
endpackage
package pkg_bool;
    localparam      TRUE   = 1'b1;
    localparam      FALSE  = 1'b0;
endpackage
package pkg_rw;
    localparam      READ   = 1'b0;
    localparam      WRITE  = 1'b1;
endpackage
package pkg_opfunct3;
    localparam      ADD    = 5'b0_0000;
    localparam      SUB    = 5'b1_0000;
    localparam      SLL    = 5'b0_0001;
    localparam      SLT    = 5'b0_0010;
    localparam      SLTU   = 5'b0_0011;
    localparam      XOR    = 5'b0_0100;
    localparam      SRL    = 5'b0_0101;
    localparam      SRA    = 5'b1_0101;
    localparam      OR     = 5'b0_0110;
    localparam      AND    = 5'b0_0111;
    localparam      MUL    = 5'b0_1000;
    localparam      MULH   = 5'b0_1001;
    localparam      MULHSU = 5'b0_1010;
    localparam      MULHU  = 5'b0_1011;
endpackage
package pkg_memorymap;
    localparam      Slave0_Start    = 32'h00000000;
    localparam      Slave0_Depth    = 32'h02004000;
    localparam      Slave0_End      = Slave0_Start + Slave0_Depth;
    localparam      Slave1_Start    = 32'h10000000;
    localparam      Slave1_Depth    = 32'h10000000;
    localparam      Slave1_End      = Slave1_Start + Slave1_Depth;
    localparam      EXTMEM_BASE     = Slave0_Start;
    localparam      InstMem_Start   = 32'h00000000;
    localparam      InstMem_Depth   = 32'h00004000;
    localparam      InstMem_End     = InstMem_Start + InstMem_Depth;
    localparam      DataMem_Start   = InstMem_End;
    localparam      DataMem_Depth   = 32'h01e53478;
    localparam      DataMem_End     = DataMem_Start + DataMem_Depth;
    localparam      EXT_IMEM_Start  = DataMem_Start; 
    localparam      EXT_IMEM_LB_Start = 32'h01000000;
    localparam      NPU_IMEM_Start  = Slave1_Start;
    localparam      NPU_IMEM_Depth  = 32'h0000c400;
    localparam      NPU_IMEM_End    = NPU_IMEM_Start + NPU_IMEM_Depth;
    localparam      NPU_WMEM_Start  = NPU_IMEM_End;
    localparam      NPU_WMEM_Depth  = 32'h0000c400;
    localparam      NPU_WMEM_End    = NPU_WMEM_Start + NPU_WMEM_Depth;
    localparam      NPU_BMEM_Start  = NPU_WMEM_End;
    localparam      NPU_BMEM_Depth  = 32'h00000200;
    localparam      NPU_BMEM_End    = NPU_BMEM_Start + NPU_BMEM_Depth;
    localparam      NPU_OMEM_Start  = NPU_BMEM_End;
    localparam      NPU_OMEM_Depth  = 32'h00008000;
    localparam      NPU_OMEM_End    = NPU_OMEM_Start + NPU_OMEM_Depth;
    localparam      NPU_PARA_Start  = NPU_OMEM_End;
    localparam      NPU_PARA_Depth  = 32'h00000200;
    localparam      NPU_PARA_End    = NPU_PARA_Start + NPU_PARA_Depth;
    localparam      NPU_OP_Start  = NPU_PARA_End;
    localparam      NPU_OP_Depth  = 32'h00000040;
    localparam      NPU_OP_End    = NPU_OP_Start + NPU_OP_Depth;
endpackage
module D_FF #(
    parameter DWidth = 32,
    parameter RValue = '0
)(
    input   logic                   clk_i,
    input   logic                   rst_ni,
    input   logic                   write_en_i,
    input   logic   [DWidth-1:0]    write_data_i,
    output  logic   [DWidth-1:0]    read_data_o
);
    always_ff @(posedge clk_i) begin
        if (!rst_ni) begin
            read_data_o <= RValue;
        end else if (write_en_i) begin
            read_data_o <= write_data_i;
        end
    end
endmodule
module REGFILE #(
    parameter DWidth   = 32,
    parameter NumofReg = 32,
    localparam AWidth  = $clog2(NumofReg)
)(
    input   logic                   clk_i,
    input   logic                   rst_ni,
    input   logic   [AWidth-1:0]    read1_addr_i,
    input   logic   [AWidth-1:0]    read2_addr_i,
    input   logic   [AWidth-1:0]    write_addr_i,
    input   logic   [DWidth-1:0]    write_data_i,
    input   logic                   write_en_i,
    output  logic   [DWidth-1:0]    read1_data_o,
    output  logic   [DWidth-1:0]    read2_data_o
);
    logic   [DWidth-1:0]            GPR[0:NumofReg-1];
    assign  GPR[0] = '0;
    assign  read1_data_o = GPR[read1_addr_i];
    assign  read2_data_o = GPR[read2_addr_i];
    logic                           write_en[1:NumofReg-1];
    always_comb begin
        for (int unsigned i = 1; i < NumofReg; i = i + 1) begin
            if ((i == write_addr_i) && write_en_i) begin
                write_en[i] = 1'b1;
            end else begin
                write_en[i] = 1'b0;
            end
        end
    end
    for (genvar j = 1; j < NumofReg; j = j + 1) begin : gen_gpr
        D_FF #(.DWidth(DWidth), .RValue('0)) FF_GPR(
            .clk_i                  (clk_i),
            .rst_ni                 (rst_ni),
            .write_en_i             (write_en[j]),
            .write_data_i           (write_data_i),
            .read_data_o            (GPR[j])
        );
    end
endmodule
[flow/config.mk]
export PLATFORM = sky130hd
export DESIGN_NAME = REGFILE
export DESIGN_NICKNAME = REGFILE
export VERILOG_FILES = /design/flow/design.v
export SDC_FILE = /design/flow/constraint.sdc
export NUM_CORES = 4
export LEC_CHECK = 1
export CORE_UTILIZATION = 40
[flow/run.sh]
#!/bin/bash
# OpenROAD 26Q1-2900-gdf79404cd8, Yosys 0.63+post, stock flow scripts
make -C /OpenROAD-flow-scripts/flow DESIGN_CONFIG=/design/flow/config.mk WORK_HOME=/design/flow/orfs finish
==> impl_metrics.ini <==
; physical design summary
[status]
outcome = finished, final reports clean

[power_and_ir_drop]
irDropWorstVdd_mv = 0.123
power.leakage_nw = 19.2
power_density_mw_per_mm2 = 138
power.share.combinational_pct = 7.1
internal_power_consumption_mw = 5.74
swShare_pct = 26.4
power_frac_seq_pct = 45.1
switching_power_mw = 2.06
p_clk_share_pct = 47.8

[synth]
synthArstFlopShare_pct = 0
synth_flop_count = 992
post_synth_mux_area_share_pct = 0.189
post-synth-top-count-cell = sky130_fd_sc_hd__nand2_1
yosys.cell_types.count = 53
synth.cellmix.adderShare_pct = 0
netlist.area_leader.share_pct = 39.4
synth_cells = 6591
area_leaders = sky130_fd_sc_hd__dfxtp_1 39%, sky130_fd_sc_hd__nand2_1 15%, sky130_fd_sc_hd__a21boi_0 14%, sky130_fd_sc_hd__a22oi_1 5.7%, sky130_fd_sc_hd__clkbuf_1 4.7%
ys_cells = 6591
yosys.area.top_type = sky130_fd_sc_hd__dfxtp_1
synth-simple-area-share_pct = 28.1
synth-edff-count = 0
ys_top_logic_family = simple AND/OR/NAND/NOR gates
ys_warn_count = 6
syn-cell-area_sq_mm = 0.0504
ys_seq_share_pct = 39.4
postSynth.topFlopCell = sky130_fd_sc_hd__dfxtp_1
synth-compound-area-share_pct = 26.5
top_cells_by_count_synth = 2053 x sky130_fd_sc_hd__nand2_1, 992 x sky130_fd_sc_hd__dfxtp_1, 930 x sky130_fd_sc_hd__a21boi_0, 635 x sky130_fd_sc_hd__clkbuf_1, 415 x sky130_fd_sc_hd__nand3_1
synth-area-yosys_sq_mm = 0.0504
syn-mean-instance-area_sq_um = 7.64
xor_share_pct = 0

[floorplan]
initial_utilization_pct = 40.5
die_area_sq_mm = 0.127
die_width_um = 357
core_region_area_sq_mm = 0.124
io_pins = 114
floorplan.rows = 129
floorplan.die.height_um = 357

[sta]
setup_viol = 0
setup_repair_after_global_routing_missed_its_margin = false
tns_ps = 0
period_minus_slack_ps = 9450
timing.final.crit_share_pct = 82.9
fmaxAchievable_mhz = 106
fin_worst_skew_ps = 0
hold_violations = 0
fin_worst_hold_slack_ps = 471
worst_pin_slew_ps = 1090
slew_viol_final = 0
slew_headroom_pct = 27.2

[clocking]
number_of_setup_buffers_added_after_cts = 0
cts.sink_count = 992
clk_transition_reported_paths_ps = 60
cts_repair_resize_count = 0
root_buf_cell = sky130_fd_sc_hd__clkbuf_16
cts_tree = built
cts_hold_repair.buffers = 0
cts-htree-levels = 3
clockBufferDepth = 3
tritoncts.num_buffers = 108
worst_skew_pair.late_latency_ps = 760

[grt]
grt_antenna_before_repair = 25
grt_max_degree = 169
gr-usage-all-layers_pct = 48.0
vias_in_the_first_global_route = 51300
grt_pass1_wl_um = 412000
grt_overflow = 0

[critical_path]
setup.worst_path.class = input pin to primary output
crit_fanout = 41
r2r_path_start = gen_gpr[10].FF_GPR.read_data_o[31]$_SDFFE_PN0P_
cp_capture_point = read2_data_o[19]
reg2regPathDepth = 2
cp_slowest_stage_delay_ps = 1130
worst-endpoint-arrival_ps = 7170
path_buffers = 4
cp.required_ps = 9120
critical_path.startpoint = read2_addr_i[2]
critPathCaptureType = primary output
regToRegSetupSlack_ps = 10480
critPathTopFamily = buffers and inverters
crit_cells = 9
worstPathCellList = clkdlybuf4s50_1, and2_4, buf_4, and2_2, buf_4, a22oi_1, nand4_1, or3_1, clkdlybuf4s50_1
cp_slowest_cell = sky130_fd_sc_hd__clkdlybuf4s50_1
r2r_end = gen_gpr[10].FF_GPR.read_data_o[31]$_SDFFE_PN0P_
setup.worst_path.start_class = input pin

[routing]
vias = 56200
wirelength_um = 301000
postRouteAntennaNets = 0
post_drt_wl_per_cell_um = 37.3
remaining_drc_errors = 0
drt_iter0_markers = 8265
detail_route.vias_per_cell = 6.97
first_pass_drt_iterations = 7

[worst_hold_path]
hp-class = flop to flop

[place]
dpl.hpwl_um = 174000
place.port_buffers = 113
place_area_sq_mm = 0.0529
place.gp.congestion = 1.07

[cells_and_area]
syn2layout_area_growth_pct = 12.4
share_of_layout_cells_above_drive_strength_1_pct = 8.40
largest_register_ff_count = 992
layout.cell_area.non_filler_sq_mm = 0.0566
largest_registers = gen_gpr.FF_GPR.read_data_o x992
n_fill_cell = 12100
most_flop_heavy_register = gen_gpr.FF_GPR.read_data_o

[run]
max_cap_violations = 0
warning_count = 29
==> placed cells by master (no fill, tap or decap), types with 15 or more instances in the layout <==
master	n
sky130_fd_sc_hd__dfxtp_1	992
sky130_fd_sc_hd__clkbuf_8	25
sky130_fd_sc_hd__clkinv_2	17
sky130_fd_sc_hd__clkbuf_16	109
sky130_fd_sc_hd__diode_2	26
sky130_fd_sc_hd__a21boi_1	62
sky130_fd_sc_hd__a2111oi_0	90
sky130_fd_sc_hd__a22oi_1	384
sky130_fd_sc_hd__a21boi_0	930
sky130_fd_sc_hd__and2_2	35
sky130_fd_sc_hd__a221oi_1	29
sky130_fd_sc_hd__or4_1	50
sky130_fd_sc_hd__a32oi_1	116
sky130_fd_sc_hd__and3_1	324
sky130_fd_sc_hd__a31oi_1	15
sky130_fd_sc_hd__nand2_2	31
sky130_fd_sc_hd__nand2_1	2022
sky130_fd_sc_hd__a222oi_1	31
sky130_fd_sc_hd__nor2_4	17
sky130_fd_sc_hd__buf_4	222
sky130_fd_sc_hd__nand3_1	415
sky130_fd_sc_hd__a32o_1	25
sky130_fd_sc_hd__nand4_1	162
sky130_fd_sc_hd__nor4_1	15
sky130_fd_sc_hd__clkbuf_1	22
sky130_fd_sc_hd__clkdlybuf4s50_1	112
==> routing by layer <==
layer,vias to the layer above,global-route usage (%),part of all wire (%)
met5,-,0.926,0.13
met4,34,32.5,9.1
met3,1624,28.4,17
met2,5345,62.1,38
met1,26400,59.6,35
li1,22800,-,-
==> power by group through the flow <==
stage	clock network (mW)	registers, mW	logic (mW)
CTS	3.72	3.52	0.511
global route	3.84	3.52	0.541
finish	3.72	3.52	0.555
==> tightest hold or removal path, stage by stage, from the launching register on <==
cell	delay [ps]
sky130_fd_sc_hd__dfxtp_1	320
sky130_fd_sc_hd__nand2_1	60
sky130_fd_sc_hd__a21boi_1	50
==> per-stage QoR <==
step	setup slack [ps]	std cells	power (mW)	utilization [%]
floorplan	5200	6591	3.84	-
global placement	2380	7846	4.10	42.5
detailed placement	2350	7846	4.10	42.5
CTS	2320	8040	7.75	45.5
global route	2090	8041	7.90	45.5
finish	1950	8066	7.80	45.5
==> kinds of logic (layout without fill, tap and decap cells) <==
kind of cell,count (synthesis),after routing
other cells,0,26
buf+inv,724,536
mux,9,9
flops,992,992
compound gates,1703,1703
simple gates,3163,3163
==> how the worst min path moves through the flow <==
stage | depth (start not counted) | slack (ps) | from | to
after CTS | 2 | 470 | gen_gpr[8].FF_GPR.read_data_o[20]$_SDFFE_PN0P_ | gen_gpr[8].FF_GPR.read_data_o[20]$_SDFFE_PN0P_
after global routing | 2 | 490 | gen_gpr[8].FF_GPR.read_data_o[25]$_SDFFE_PN0P_ | gen_gpr[8].FF_GPR.read_data_o[25]$_SDFFE_PN0P_
final | 2 | 470 | gen_gpr[8].FF_GPR.read_data_o[20]$_SDFFE_PN0P_ | gen_gpr[8].FF_GPR.read_data_o[20]$_SDFFE_PN0P_
==> final cells by class <==
type	count	area, sq um	share of cell area (%)
clock buffers	156	3150	5.57
well taps	1637	2050	3.62
diodes	26	65.1	0.115
multi-input cells	4875	28100	49.6
inverters	2	7.51	0.0133
flip-flops and latches	992	19900	35.1
clock inverters	38	507	0.895
repair buffers	340	2900	5.13
No activity file was given, so power comes from the tool's default toggle rates.
